**flow/design.v**
```verilog
`timescale 1ns / 1ps
module clockDivider #(parameter n = 500000)
(input clk, rst, output reg clk_out);
wire [31:0] count;
counter_x_bit #(32,n) counterMod
(.clk(clk), .reset(rst),.en(1), .count(count));
always @ (posedge clk, posedge rst) begin
if (rst)  
clk_out <= 0;
else if (count == n-1)
clk_out <= ~ clk_out;
end
endmodule
`timescale 1ns / 1ps
module counter_x_bit #(parameter x = 3, n = 6)(input clk, reset,en,dec,tens,D, output  [x-1:0] count);
reg [x-1:0] count;
always @(posedge clk, posedge reset) begin
 if (reset == 1)
 count <= 0;  
 else
  if(en==1)
  begin
     if (count == n-1&!D)
    count <= 0;  
    else if(D& count == 0 &!dec)
    count <=n-1;
    else if(D& count == 0 & dec)
    count <=3; 
 else  
    if(D)
    begin
    count<= count - 1;
    end else 
   count <= count + 1;  
    end
end
endmodule
`timescale 1ns / 1ps
module minSecCount(
input clk, clkBTN, rst, en, C,L,R,U,D,  
output [13:0] MUX_count,  
output reg LD0,buzzer,LD12,LD13,LD14,LD15,dp1);  
clockDivider #(50000000)div(clk, rst, clk_out1HZ);  
reg visited=0;  
wire [3:0] secount;  
wire [2:0] secount2;  
wire [13:0] count;  
wire [13:0] A_count;  
wire [13:0] MUX_count;  
reg [2:0] state, nextState;  
parameter [2:0] CLK= 3'b000, TH = 3'b001, TM = 3'b010, AH=3'b011, AM=3'b100, AS=3'b101;  
always @ (*) begin
case (state)  
CLK: if ({R,L,C}==3'b001) nextState = TH;
     else if (!visited & count==A_count) nextState= AS;
     else nextState = CLK;
TH: if ({R,L,C}==3'b100) nextState = TM;
    else if ({R,L,C}==3'b010) nextState = AM;
    else if ({R,L,C}==3'b001) nextState = CLK;
    else nextState =TH;
TM: if ({R,L,C}==3'b100) nextState = AH;
    else if ({R,L,C}==3'b010) nextState = TH;
    else if ({R,L,C}==3'b001) nextState = CLK;
    else nextState =TM;
AH: if ({R,L,C}==3'b100) nextState = AM;
    else if ({R,L,C}==3'b010) nextState = TM;
    else if ({R,L,C}==3'b001) nextState = CLK;
    else nextState =AH;
AM: if ({R,L,C}==3'b100) nextState = TH;
    else if ({R,L,C}==3'b010) nextState = AH;
    else if ({R,L,C}==3'b001) nextState = CLK;
    else nextState =AM;
AS: if(U|D|R|L|C) nextState=CLK;
    else if(count!=A_count)  nextState=CLK;
    else nextState =AS;
endcase
end
always @ (posedge clkBTN or  posedge rst) begin  
    if(rst)
        state <= CLK;
    else
        state <= nextState;
    end
reg ENC;   
reg ENTH,  
    ENTM,  
    ENAM,  
    ENAH;  
reg clkAdjst;  
reg BTN; 
wire dec;  
always @(*)
    begin
        BTN = (state==CLK&A_count==count&(U|D|R|L|C));
        if(state==CLK)  
        begin
            {LD12,LD13,LD14,LD15}=5'b0000; 
            ENC=en;
            ENTH=0;
            ENTM=0;
            ENAM=0;
            ENAH=0;
            dp1=0;
            LD0 = 0;
            buzzer = 0;
            dp1=1;
        end
    else
        visited=0;    
    if(state==AS) begin  
       visited=1;
       LD0 = (A_count == count) ? clk_out1HZ : 1'b0;
       buzzer = (A_count == count) ? clk_out1HZ : 1'b0;
       dp1=1;
       ENC=en;
       ENTH=0;
       ENTM=0;
       ENAM=0;
       ENAH=0;
    end
    else if (state==TH) begin   
       {LD0,LD12,LD13,LD14,LD15}=5'b11000;
       ENTH=U|D;
       dp1=0;
       ENC=0;
       ENTM=0;
       ENAM=0;
       ENAH=0;
    end
    else if (state==TM) begin  
       {LD0,LD12,LD13,LD14,LD15}=5'b10100;
       ENTM=U|D;
       dp1=0;
       ENC=0;
       ENAM=0;
       ENAH=0;
    end
    else if (state==AH) begin  
       {LD0,LD12,LD13,LD14,LD15}=5'b10010; 
       ENAH=U|D;
       dp1=0;
       ENC=0;
       ENTM=0;
       ENAM=0;
    end
    else if (state==AM) begin  
       {LD0,LD12,LD13,LD14,LD15}=5'b10001;
       ENAM=U|D;
       dp1=0;
       ENC=0;
       ENTM=0;
       ENAH=0;
    end
    if(state==CLK|state==AS) clkAdjst=clk_out1HZ;  
    else clkAdjst = clkBTN;
end
assign dec = (ENTH & D) & (count[10:7]==0) & (count[13:11] ==0);  
assign dec2 = (ENAH & D) & (A_count[10:7]==0) & (A_count[13:11] ==0);  
modulo10 secu( .clk(clkAdjst), .rst(rst),.en(ENC),.dec(dec),.D(D),.tens(0),.count(secount));  
modulo6 sect( .clk(clkAdjst), .rst(rst), .en((secount==9)&ENC),.dec(dec),.tens(0),.D(D),.count(secount2));  
wire en_hours_mins;  
assign  en_hours_mins = ENC ?(secount==9)&(count[3:0]==9)&(secount2==5): count[3:0]==9 & ENTM&!D| (ENTM&(D&count[3:0]==0));
modulo10 minu( .clk(clkAdjst), .rst(rst),.en(((secount==9)&(secount2==5)&ENC)|ENTM),.dec(dec),.tens(0),.D(D),.count(count[3:0]));  
modulo6 mint( .clk(clkAdjst), .rst(rst), .en(en_hours_mins),.dec(dec),.tens(0),.D(D),.count(count[6:4]));  
modulo10 hrsu( .clk(clkAdjst), .rst(rst|((count[10:7]==4)&(count [13:11]==2))),
 .en(ENC ? (count[6:4]==5)&(secount==9)&(count[3:0]==9)&(secount2==5):ENTH),.dec(dec),.tens(0),.D(D),.count(count[10:7]));  
wire en_hours_tens;  
assign  en_hours_tens = ENC ? count[10:7]==9&(count[6:4]==5)&(secount==9)&
(count[3:0]==9)&(secount2==5): (count[10:7]==9 & ENTH &U) | (ENTH &(D&count[10:7]== 0));
modulo_3 hrst( .clk(clkAdjst), .rst(rst|((count[10:7]==4)&(count [13:11]==2))), 
.en(en_hours_tens),.dec(0),.tens(1),.D(D),.count(count[13:11]));   
modulo10 minuTO( .clk(clkAdjst), .rst(rst),.en(ENAM),.dec(dec2),.tens(0),.D(D),.count(A_count[3:0]));  
modulo6 mintO( .clk(clkAdjst), .rst(rst), .en(A_count[3:0]==9 & ENAM&!D | (ENAM&(D&A_count[3:0]==0))),
.dec(dec2),.tens(0),.D(D),.count(A_count[6:4]));  
modulo10 hrsuO( .clk(clkAdjst), .rst(rst|((A_count[10:7]==4)&(A_count [13:11]==2))),
 .en(ENAH),.dec(dec2),.tens(0),.D(D),.count(A_count[10:7]));  
modulo_3 hrstO( .clk(clkAdjst), .rst(rst|((A_count[10:7]==4)&(A_count [13:11]==2))), .en((A_count[10:7]==9 & ENAH &U)
 | (ENAH &(D&A_count[10:7]== 0))),.dec(0),.tens(1),.D(D),.count(A_count[13:11]));  
assign MUX_count = (state == AH |state == AM) ? A_count : count;  
endmodule
`timescale 1ns / 1ps
module modulo10(input clk, rst, en,dec,tens,D,output [3:0] count);
counter_x_bit  #(4,10) mod10 (.clk(clk), .reset(rst), .en(en),.tens(tens),.dec(dec),.D(D),.count(count));
endmodule
`timescale 1ns / 1ps
module modulo6(input clk, rst, en,dec,tens,D,output [2:0] count);
counter_x_bit  #(3,6) mod6 (.clk(clk), .reset(rst), .en(en),.tens(tens),.dec(dec),.D(D),.count(count));
endmodule
`timescale 1ns / 1ps
module modulo_3(input clk, rst, en,dec,tens,D,output [1:0] count);
counter_x_bit  #(2,3) mod10 (.clk(clk), .reset(rst), .en(en),.tens(tens),.dec(dec),.D(D),.count(count));
endmodule
```
**flow/run.sh**
```bash
#!/bin/bash
# OpenROAD 26Q1-2900-gdf79404cd8, Yosys 0.63+post, stock flow scripts
make -C /OpenROAD-flow-scripts/flow DESIGN_CONFIG=/design/flow/config.mk WORK_HOME=/design/flow/orfs finish
```
**flow/config.mk**
```make
export PLATFORM = sky130hd
export DESIGN_NAME = minSecCount
export DESIGN_NICKNAME = minSecCount
export VERILOG_FILES = /design/flow/design.v
export SDC_FILE = /design/flow/constraint.sdc
export NUM_CORES = 4
export LEC_CHECK = 1
export CORE_UTILIZATION = 50
```
**flow/constraint.sdc**
```tcl
current_design minSecCount

set clk_period 2.5
set clk_io_pct 0.2

create_clock -name clk0 -period $clk_period [get_ports {clk}]
create_clock -name clk1 -period $clk_period [get_ports {clkBTN}]

set non_clock_inputs [all_inputs -no_clocks]
set_input_delay [expr $clk_period * $clk_io_pct] -clock clk0 $non_clock_inputs
set_output_delay [expr $clk_period * $clk_io_pct] -clock clk0 [all_outputs]
```
==> results_dict.tcl <==
# collected from the flow reports
set metrics [dict create \
    status "finished with violations" \
    violations "setup timing" \
    finalMaxSlewViolations 0 \
    tritoncts "done" \
    setup_slack_ps -145.5 \
    antenna_found_initial 0 \
    synth_area_per_cell_um2 9.176 \
    power.total_mw 2.445 \
    post-route-drc-count 0 \
    globalplace.congestion 0.8610 \
    core_region_area_mm2 0.009774 \
    synth_top_area_share 0.3415 \
    postCtsHoldBufs 0 \
    combGateArea_mm2 0.002923 \
    firstDrtPassIters 5 \
    dp_hpwl_um 7816 \
    cp_max_fo 3 \
    clock_skew_ps 6.387 \
    synth-edff-count 0 \
    grt_pass1_wl_um 18990 \
    grt_usage 0.2411 \
    totalWireLength_um 11340 \
    crit_type "reg2out" \
    fp.dieArea_mm2 0.01052 \
    unconstrained_endpoints 26 \
    drive_gt1_frac 0.1720 \
    final-seq-area_mm2 0.001968 \
    drt_iter0_markers 256 \
    ys.flops 85 \
    ys_cells 551 \
    path_clk_slew_ps 70 \
    yosysTopAreaCell "dfrtp_1" \
    grt_max_degree 36 \
    io_pins 30 \
    port_buffers 27 \
    place_inst 690 \
    n_fill_cell 777 \
    p_per_area_mw_per_mm2 404.3 \
    fin_cells 732 \
    ff_type "dfrtp_1" \
    hold_ws_ps 265.7 \
    syn_area_mm2 0.005056 \
    grt_pass1_vias 3848 \
    ys_warn_count 43 \
    finalHoldViolations 0 \
    rsz0062_at_grt "true" \
    cp.required_ps 2000 \
    areaGrowthSynthToFinish_pct 19.60 \
    place_ws_ps 148.4 \
    netlist_top_cells_area "dfrtp_1 34%, xnor2_1 7.1%, dlxtn_1 4.8%" \
    crit_path_start_kind "register" \
    die_h_um 102.6 \
    min_path_type "in2async" \
    cap_violations 0 \
    grt_overflow 0 \
    tightestPinTransition_ps 751.4 \
    cp.arrival_ps 2150 \
    diodes 0 \
    yosysUniqueCellTypes 66 \
    num_vias 4108 \
    setup_violations 10 \
    unclocked_pins 16 \
    maxSlewHeadroom 0.4925 \
    peakVddDrop_v 0.0004235 \
    async_flop_share 0.8118 \
    tns_ps -992.5 \
    drtAntennaViolNets 0 \
    initCoreUtil 0.5173 \
    row_count 36 \
    wl_per_cell_um 15.49 \
    die_w_um 102.6 \
    viasPerCell 5.612 \
    r2r_setup_slack_ps 450 \
    leakage_nw 2.718 \
    warning_count 28 \
    ys_area_mm2 0.005056 \
    syn_inst 551 \
    end_kind "output port" \
]
worst max-delay path, stage by stage (launching register included):
cell	delay [ps]
dfrtp_1	410
nor2b_4	150
a22oi_2	180
buf_6	140
buf_12	120
buf_16	100
buf_6	90
buf_6	90
nand2_1	40
o21ai_1	90
buf_2	110
metal layers:
metal / vias up / wire (µm) / track usage
met3: 18 / 565 / 0.05582
met1: 1978 / 5460 / 0.3850
li1: 2025 / - / -
met5: - / 0 / 0
met2: 87 / 5185 / 0.3590
met4: 0 / 124 / 0.02747
state kept, by name, summed over array words and instances (netlist names), 4 cells and up:
| signal | flops |
|---|---|
| minuTO.mod10.count | 4 |
| secu.mod10.count | 4 |
| hrsuO.mod10.count | 4 |
| div.counterMod.count | 32 |
| minu.mod10.count | 4 |
| hrsu.mod10.count | 4 |
per-stage QoR:
stage               instance area [µm²]  utilization
floorplan                          5056            -
global placement                   5463       0.5589
detailed placement                 5463       0.5589
CTS                                6033       0.6173
global route                       6047       0.6187
finish                             6047       0.6187
power breakdown:
| group | total (mW) | leakage [nW] | internal [mW] | switching, mW |
|---|---|---|---|---|
| logic | 0.471 | 1.53 | 0.241 | 0.229 |
| clock network | 1.07 | 0.182 | 0.723 | 0.350 |
| registers | 0.901 | 1.01 | 0.802 | 0.0991 |
synth_stat cells (4+ instances only):
cell type / instances
clkbuf_1: 21
o31ai_1: 4
dfrtp_1: 69
inv_1: 25
and3_1: 8
a21oi_1: 19
fa_1: 8
nor3b_1: 5
ha_1: 11
mux2_2: 12
o2bb2ai_1: 4
buf_2: 8
a41oi_1: 4
o21ai_0: 26
xor2_1: 27
nor4_1: 8
xnor2_1: 41
a21o_1: 9
and2_1: 4
nand2_1: 42
o22ai_1: 7
nor3_1: 15
dlxtn_1: 16
nor2_1: 46
nand4_1: 12
nor2b_1: 9
nand2b_1: 7
nand3_1: 25
placed cells by master, fill, tap and decap left out, types with 11 or more instances in the layout:
master,instances
nand4_1,12
buf_2,12
ha_1,11
nand3_1,25
nor2_1,45
clkdlybuf4s50_1,13
dfrtp_1,68
dlxtn_1,16
buf_6,11
a21oi_1,19
nor3_1,15
nand2_1,39
inv_1,24
clkbuf_8,20
xor2_1,27
xnor2_1,41
o21ai_0,18
cells by family after synthesis:
family                   count (synthesis)  synth area share
XOR/XNOR                                68            0.1178
buffers and inverters                   56           0.04578
latches                                 16           0.04751
multiplexers                            15           0.03291
adder cells (fa/ha/maj)                 20           0.06087
flip-flops                              69            0.3415
other                                    1         0.0007417
AND/OR/NAND/NOR                        207            0.2242
AND-OR/OR-AND                           99            0.1287
what timing repair did:
| action | 4_1_cts | 5_1_grt |
|---|---|---|
| pin swaps | 6 | 3 |
| setup endpoints to repair | 13 | 13 |
| cloned | 3 | 0 |
| resized | 74 | 7 |
| buffers inserted | 13 | 1 |
| endpoints found under the hold margin | 0 | 0 |
worst paths after layout:
path	startpoint	to	cells after the start
setup / recovery	state[0]	MUX_count[11]	10
hold / removal	rst	mint.mod6.count[1]	2
setup reg to reg	hrsu.mod10.count[0]	minu.mod10.count[1]	5
hold reg to reg	div.counterMod.count[31]	div.counterMod.count[31]	1
max in group clk1	hrsu.mod10.count[0]	minu.mod10.count[1]	5
max in group asynchronous	hrsu.mod10.count[3]	hrsu.mod10.count[2]	2
min in group clk1	D	hrsuO.mod10.count[3]	3
min in group clk0	div.counterMod.count[31]	div.counterMod.count[31]	1
cell type report:
type	count	area share
Clock inverter	4	0.01262
Tap cell	133	0.02752
Clock buffer	22	0.04676
Timing Repair Buffer	53	0.08876
Inverter	25	0.01552
Sequential cell	85	0.3255
Multi-Input combinational cell	410	0.4833
Power figures rest on the tool's default switching activity, not on a simulated workload.
