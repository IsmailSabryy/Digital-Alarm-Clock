## /design/flow/config.mk

```make
export PLATFORM = sky130hd
export DESIGN_NAME = SevenSegDecWithEn
export DESIGN_NICKNAME = SevenSegDecWithEn
export VERILOG_FILES = /design/flow/design.v
export SDC_FILE = /design/flow/constraint.sdc
export NUM_CORES = 4
export LEC_CHECK = 1
export CORE_AREA = 10 10 70 70
export DIE_AREA = 0 0 80 80
```

## /design/flow/constraint.sdc

```tcl
current_design SevenSegDecWithEn

set clk_period 1.0
set clk_io_pct 0.2

create_clock -name clk0 -period $clk_period

set non_clock_inputs [all_inputs -no_clocks]
set_input_delay [expr $clk_period * $clk_io_pct] -clock clk0 $non_clock_inputs
set_output_delay [expr $clk_period * $clk_io_pct] -clock clk0 [all_outputs]
```

## /design/flow/design.v

```verilog
`timescale 1ns / 1ps
module SevenSegDecWithEn(
input [1:0] en,
input [3:0] in,
output reg [6:0] segments,
output reg [3:0] anode_active);
always @ (in,en) begin
case(en)
0: anode_active= 4'b0111;
1: anode_active = 4'b1011;
2: anode_active = 4'b1101;
3: anode_active = 4'b1110;
endcase
 case(in)
  0: segments = 7'b0000001; 
  1: segments = 7'b1001111;
  2: segments = 7'b0010010;
  3: segments = 7'b0000110;
  4: segments = 7'b1001100;
  5: segments = 7'b0100100;
  6: segments = 7'b0100000;
  7: segments = 7'b0001111;
  8: segments = 7'b0000000;
  9: segments = 7'b0000100;
  endcase
end
endmodule
```

## /design/flow/run.sh

```bash
#!/bin/bash
# OpenROAD 26Q1-2900-gdf79404cd8, Yosys 0.63+post, stock flow scripts
make -C /OpenROAD-flow-scripts/flow DESIGN_CONFIG=/design/flow/config.mk WORK_HOME=/design/flow/orfs finish
```

==> flow_metrics.py <==
# Synthesis and PnR figures
metrics = {
    "status": {
        "result_of_the_run": "finished, final reports clean",
    },
    "die": {
        "placementRows": 21,
        "number_of_top_level_design_ports": 17,
        "die_h_um": 80,
        "core_util_floorplan_pct": 8.06,
        "core_area_um2": 3420,
        "die-area_um2": 6400,
        "die.size.x_um": 80,
    },
    "setup_path": {
        "startpoint": "en[0]",
        "cp-end-kind": "primary output",
        "timing.critical_path.slowest_stage_cell": "or2_2",
        "critical_path_buf_inv_count": 2,
        "crit_fanout": 4,
        "timing.critical_path.cells": "buf_2 > or2_2 > buf_2",
        "timing_worst_setup_path_type": "in2out",
        "critical-path-top-delay-family": "simple AND/OR/NAND/NOR gates",
        "timing.critical_path.arrival_ns": 0.71,
        "start_kind": "input port",
        "critPathMostFrequentCell": "buf_2",
        "critical_path.max_stage_delay_ns": 0.28,
        "critical_path_required_ns": 0.80,
    },
    "timing": {
        "slew_viol_final": 0,
        "report.final.hold_viol_count": 0,
        "rsz_0062_raised_after_global_routing": "false",
        "setup_violations": 0,
        "number_of_unconstrained_endpoints": 14,
        "fin_crit_ns": 0.906,
        "post-route-period-util_pct": 90.6,
        "worst_pin_slew_ns": 0.382,
        "unclocked_regs": 7,
        "achievable-frequency_mhz": 1100,
        "postLayoutSetupSlackWorst_ns": 0.0938,
        "relSlewSlack_pct": 74.5,
    },
    "routing": {
        "first_pass_iters": 4,
        "route.vias.total": 288,
        "vias_per_cell": 3.00,
        "n_antenna_cell": 0,
        "number_of_drc_markers_in_iteration_0": 1,
        "avgRoutedWirePerCell_um": 8.39,
        "ant_nets": 0,
        "postRouteWirelength_um": 805,
        "remaining_drc_errors": 0,
    },
    "cells_and_area": {
        "largest_reg_flops": 7,
        "flow.area_growth_from_synthesis_pct": 73.2,
        "layout-drive-gt1-share_pct": 16.0,
        "layout.core_utilization_pct": 14.0,
        "postLayoutCellArea_um2": 477,
    },
    "synthesis": {
        "chip_area_line_of_the_yosys_report_um2": 275,
        "netlist_top_cells_count": "dlxtn_1, a21oi_1, nand2b_1, nor2_1",
        "synth_flops": 7,
        "netlist-cell-type-count": 18,
        "post_synth_inst_count": 35,
        "synth-warning-count": 1,
        "postSynth.topFlopCell": "dlxtn_1",
        "postSynth.asyncResetShare_pct": 0,
        "ys_top_cells_by_area": "dlxtn_1, a21oi_1, nand2b_1",
        "synth_top_cell_by_count": "dlxtn_1",
        "syn-mean-instance-area_um2": 7.86,
        "synth.cell_area_um2": 275,
        "yosys.area.top_type_share_pct": 38.2,
        "synth_stat.cells": 35,
        "enable_flop_cells": 0,
        "top_area_cell": "dlxtn_1",
    },
    "run": {
        "openroad.warnings": 32,
        "max-cap-violations": 0,
    },
    "power_and_ir_drop": {
        "p_total_uw": 137,
        "power_per_cell_area_nw_per_um2": 288,
        "ir_worst_vdd_v": 0.0000730,
        "power.static_leakage_nw": 0.189,
    },
    "grt": {
        "grt_max_degree": 11,
        "grt_util_met1_pct": 2.13,
        "grt_antenna_before_repair": 0,
        "grt_first_pass_wirelength_um": 1210,
        "first_global_vias": 272,
        "grt.busiest_layer": "met2",
        "grt.total_usage_pct": 2.29,
        "globalRoute.totalOverflow": 0,
        "gr-usage-met2_pct": 5.06,
        "grt_use_met3_pct": 0.455,
    },
    "place": {
        "global_placer_s_final_weighted_congestion": 0.757,
        "hpwlAfterDp_um": 705,
        "post-place-ws_ns": -0.578,
        "placedInstanceArea_um2": 493,
        "io_buffers": 17,
    },
    "hold_path": {
        "min-delay-path-class": "in2out",
        "holdCritStartpoint": "en[1]",
    },
    "clocking": {
        "postCtsSetupRepairBufs": 0,
    },
}
==> where the power goes <==
| group | total, mW | internal [mW] | switching (mW) |
|---|---|---|---|
| logic | 0.112 | 0.0631 | 0.0493 |
| clock network | 0 | 0 | 0 |
| registers | 0.0248 | 0.0230 | 0.00188 |
| total | 0.137 | 0.0861 | 0.0512 |
==> repair_timing <==
item                       in CTS  in global routing
hold buffers                    0                  0
gates resized                  13                  2
setup endpoints to repair       4                  2
==> layer usage <==
layer	wire length (µm)	vias up
li1	-	146
met1	279	133
met2	478	9
met3	48	0
met4	0	0
met5	0	-
==> layout by cell type, fill, tap and decap left out, types with 2 or more instances in the layout <==
cell,Yosys,routed
nor2_1,3,3
inv_1,2,2
clkdlybuf4s50_1,0,11
dlxtn_1,7,7
nor3_1,2,2
clkdlybuf4s15_1,0,2
buf_2,2,2
nand2b_1,3,3
a21oi_1,5,5
==> per-stage QoR <==
| step | hold WS (ns) | std cells | setup TNS [ns] |
|---|---|---|---|
| final | 0.667 | 96 | 0 |
| after detailed placement | 1.38 | 96 | -2.01 |
| after floorplan | 0.415 | 35 | 0 |
| after CTS | 0.776 | 96 | 0 |
| after global placement | 1.36 | 96 | -1.97 |
| after global routing | 0.687 | 96 | 0 |
==> path summary, 6_finish.rpt <==
path	slack (ns)	end	depth (start not counted)
setup / recovery	0.09	anode_active[3]	3
hold / removal	0.67	anode_active[3]	3
==> worst min-delay path, delay by kind of cell <==
kind                   cells  cell delay (ns)
AND/OR/NAND/NOR            1             0.09
buffers and inverters      2             0.17
==> cell families (layout without fill, tap and decap cells) <==
family,Yosys count,in the layout,share of synthesized area (%)
and+or+nand+nor,14,14,30.9
AOI/OAI and AO/OA,8,8,18.6
latches,7,7,38.2
buffers and inverters,5,20,9.09
xor gates and xnor gates,1,1,3.18
==> cell type report <==
class                           instances  area (µm²)
Inverter                                2        7.51
Sequential cell                         7         105
Tap cell                               46        57.6
Multi-Input combinational cell         23         145
Fill cell                             397        2940
Timing Repair Buffer                   18         161
Power figures rest on the tool's default switching activity, not on a simulated workload.
