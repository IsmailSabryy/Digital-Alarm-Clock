==> design.v <==
`timescale 1ns / 1ps
module DFF(input clk,input d,output reg q,output nq);
always @ (posedge clk)
q <= d;
assign nq = ~q;
endmodule
`timescale 1ns / 1ps
module debouncer(input clk, rst, in, output out);
reg q1,q2,q3;
always@(posedge clk, posedge rst) begin
 if(rst == 1'b1) begin
 q1 <= 0;
 q2 <= 0;
 q3 <= 0;
 end
 else begin
 q1 <= in;
 q2 <= q1;
 q3 <= q2;
 end
end
assign out = (rst) ? 0 : q1&q2&q3;
endmodule
`timescale 1ns / 1ps
module pushButtonDetector(input clk,rst, x, output z);
wire out1,out2;
debouncer debounce(clk, rst, x, out1);
synchronizer synchronize(out1,clk, out2);
rising_edge riseEdge(clk, rst, out2, z);
endmodule
`timescale 1ns / 1ps
module rising_edge(input clk, rst, w, output z);
reg [1:0] state, nextState;
parameter [1:0] A=2'b00, B=2'b01, C=2'b10;  
always @ (*)
case (state)
A: if (w==0) nextState = A;
 else nextState = B;
B: if (w==0) nextState = A;
 else nextState = C;
C: if (w==0) nextState = A;
 else nextState = C;
default: nextState = A;
endcase
always @ (posedge clk) begin
if(rst) state <= A;
else state <= nextState;
end
assign z = (state == B);
endmodule
`timescale 1ns / 1ps
module synchronizer(input SIG,clk,output SIG1);
wire META;
wire METAb;
wire SIG1b;
DFF dff1(.clk(clk),.d(SIG),.q(META),.nq(METAb));
DFF dff2(.clk(clk),.d(META),.q(SIG1),.nq(SIG1b));
endmodule
==> run.sh <==
#!/bin/bash
# OpenROAD 26Q1-2900-gdf79404cd8, Yosys 0.63+post, stock flow scripts
make -C /OpenROAD-flow-scripts/flow DESIGN_CONFIG=/design/flow/config.mk WORK_HOME=/design/flow/orfs finish
==> config.mk <==
export PLATFORM = sky130hd
export DESIGN_NAME = pushButtonDetector
export DESIGN_NICKNAME = pushButtonDetector
export VERILOG_FILES = /design/flow/design.v
export SDC_FILE = /design/flow/constraint.sdc
export NUM_CORES = 4
export LEC_CHECK = 1
export CORE_AREA = 10 10 70 70
export DIE_AREA = 0 0 80 80
==> constraint.sdc <==
current_design pushButtonDetector

set clk_period 1.0
set clk_io_pct 0.2

create_clock -name clk0 -period $clk_period [get_ports {clk}]

set non_clock_inputs [all_inputs -no_clocks]
set_input_delay [expr $clk_period * $clk_io_pct] -clock clk0 $non_clock_inputs
set_output_delay [expr $clk_period * $clk_io_pct] -clock clk0 [all_outputs]
==> impl_metrics.py <==
# Generated from Yosys and OpenROAD reports
metrics = {
    "setup_path": {
        "startpoint_type": "flip-flop",
        "critical_path.top_delay_family": "flip-flops",
        "worstPathRequired_ns": 0.80,
        "worst-path-buf-inv": 1,
        "cpPeakStageDelay_ns": 0.30,
        "cp_num_cells": 1,
        "crit_arrival_ns": 0.72,
        "path_cells": "clkdlybuf4s15_1",
        "endpoint_kind": "output pin",
        "cpMaxStageDelayCell": "dfxtp_1",
        "critPathMaxFanout": 1,
        "path_class": "reg -> out",
        "reg2regPathDepth": 1,
    },
    "sta": {
        "max_freq_mhz": 1090,
        "fin_crit_sh": 0.916,
        "timing.slew.headroom": 0.919,
        "setup_violations": 0,
        "period_minus_slack_ns": 0.916,
        "worst_pin_slew_ns": 0.121,
        "hold_viol": 0,
        "drv_slew": 0,
        "grt_setup_unrepaired": "false",
        "hold_ws_ns": 0.197,
        "skew_ns": 0.00557,
    },
    "global_routing": {
        "grt_overflow": 0,
        "track_usage": 0.0133,
        "grt_pass1_wl_um": 593,
        "grt_max_degree": 5,
        "grt_pass1_vias": 115,
        "antenna_found_initial": 0,
    },
    "floorplanning": {
        "core_mm2": 0.00342,
        "die_h_um": 80,
        "dieArea_mm2": 0.00640,
        "pin_count": 4,
        "placementRows": 21,
        "initCoreUtil": 0.0542,
        "die_x_um": 80,
    },
    "clock_tree": {
        "clk_latency_ns": 0.25,
        "cts_sinks": 7,
        "cts_made_buffers": 3,
        "clk_pin_slew_ns": 0.05,
        "cts_setup_buffers": 0,
        "ctsResizeCount": 1,
        "htree_levels": 1,
        "clk_path_buf_depth": 2,
        "root_buffer": "clkbuf_4",
        "holdBufCountCts": 0,
        "cts_tree": "yes",
    },
    "logic_synthesis": {
        "syn_area_um2": 185,
        "yosys_area_um2": 185,
        "synth_area_per_cell_um2": 16.8,
        "synth_seq_share": 0.838,
        "ys_warn_count": 3,
        "ys_types": 6,
        "ys_cells": 11,
        "ys_seq_elements": 7,
        "synth_cells": 11,
    },
    "routing": {
        "ant_nets": 0,
        "vias": 109,
        "drtIter0Drc": 1,
        "via_per_inst": 1.70,
        "dr.pass1.iters": 2,
        "wire_per_inst_um": 5.06,
        "drc_errors": 0,
        "drt-total-wl_um": 324,
        "diodes": 0,
    },
    "run": {
        "maxCapViolCount": 0,
        "warnings": 25,
    },
    "pwr": {
        "combPwrFrac": 0.028,
        "intPower_mw": 0.453,
        "ir_drop_uv": 573,
        "switching_share": 0.188,
        "power_frac_seq": 0.528,
        "clkPwrFrac": 0.444,
        "power_density_mw_per_mm2": 1860,
        "p_leak_nw": 0.114,
        "p_sw_mw": 0.105,
        "p_total_mw": 0.558,
    },
    "hold_path": {
        "hp-class": "in -> async",
    },
    "finish": {
        "areaGrowthSynthToFinish_pct": 61.5,
        "drive_above_1_share": 0.222,
        "combGateArea_um2": 26.3,
        "regArea_um2": 155,
        "layout_top_cells": "4 x dfxtp_1, 3 x clkbuf_4, 3 x dfrtp_1",
        "lay_top_count": "dfxtp_1",
        "fillers": 405,
        "final_cells": 64,
    },
    "outcome": {
        "status": "finished, final reports clean",
    },
    "placement": {
        "io_buffers": 3,
        "place.gp.congestion": 0.611,
        "dpl.cell_count": 60,
    },
}
[layout make-up]
type / instances / area share
clock buffers: 4 / 0.0879
inverters: 1 / 0.0126
multi-input cells: 3 / 0.0879
flip-flops and latches: 7 / 0.519
well taps: 46 / 0.192
repair buffers: 3 / 0.100
[flip-flops by register name, summed over array words and instances, names as in the netlist]
| name | flops |
|---|---|
| debounce.q3 | 1 |
| synchronize.dff2.q | 1 |
| synchronize.dff1.q | 1 |
| debounce.q1 | 1 |
| riseEdge.state | 2 |
| debounce.q2 | 1 |
[cell usage after synthesis]
library cell,count,area (um^2)
and3b_2,1,10.0
and4b_1,1,10.0
dfrtp_1,3,75.1
inv_1,1,3.75
dfxtp_1,4,80.1
nand2b_1,1,6.26
[power by group through the flow]
stage	clock, mW	sequential [mW]	combinational (mW)
final	0.248	0.294	0.0154
after global routing	0.297	0.295	0.0172
after CTS	0.263	0.294	0.0156
[routing by layer]
metal	part of all wire	track usage	vias to the layer above
li1	-	-	51
met1	0.53	0.0148	48
met2	0.25	0.0112	8
met3	0.20	0.0216	2
met4	0.012	0.00352	0
met5	0	0	-
[cell families after synthesis]
logic type | after synthesis | share of synthesized area
and+or+nand+nor | 3 | 0.142
DFF | 7 | 0.838
buffers and inverters | 1 | 0.0203
[final timing paths]
check                                                   start                       endpoint  slack (ns)
worst max-delay path                riseEdge.state[2]$_DFF_P_                              z        0.08
min in group clk0               synchronize.dff1.q$_SDFF_PP0_     synchronize.dff2.q$_DFF_P_        0.32
worst min register to register  synchronize.dff1.q$_SDFF_PP0_     synchronize.dff2.q$_DFF_P_        0.32
worst max register to register          debounce.q1$_DFF_PP0_  synchronize.dff1.q$_SDFF_PP0_        0.32
max in group asynchronous                                 rst          debounce.q1$_DFF_PP0_        0.67
worst min-delay path                                      rst          debounce.q3$_DFF_PP0_        0.20
[per-stage QoR]
stage / setup slack [ns] / area [um^2] / utilization / setup TNS [ns]
2_1_floorplan: 0.357 / 185 / - / 0
3_3_place_gp: -0.0218 / 273 / 0.0799 / -0.0300
3_5_place_dp: -0.0407 / 273 / 0.0799 / -0.0809
4_1_cts: 0.0119 / 298 / 0.0872 / 0
5_1_grt: 0.0212 / 299 / 0.0875 / 0
6_report: 0.0839 / 299 / 0.0875 / 0
No activity file was given, so power comes from the tool's default toggle rates.
